### /design/flow/config.mk
export PLATFORM = sky130hd
export DESIGN_NAME = i2cm
export DESIGN_NICKNAME = i2cm
export VERILOG_FILES = /design/flow/design.v
export SDC_FILE = /design/flow/constraint.sdc
export NUM_CORES = 4
export LEC_CHECK = 1
export CORE_UTILIZATION = 40
### /design/flow/constraint.sdc
current_design i2cm

set clk_period 3.3
set clk_io_pct 0.2

create_clock -name clk0 -period $clk_period [get_ports {clk}]

set non_clock_inputs [all_inputs -no_clocks]
set_input_delay [expr $clk_period * $clk_io_pct] -clock clk0 $non_clock_inputs
set_output_delay [expr $clk_period * $clk_io_pct] -clock clk0 [all_outputs]
### /design/flow/design.v
`timescale 1ns / 1ps
module i2cm(
    input wire clk,
    input wire rst,
    input wire [6:0] addr,
    input wire [7:0] data_in,
    input wire enable,
    input wire rw,
    output reg [7:0] data_out,
    output wire ready,
    inout i2c_sda,
    inout wire i2c_scl
    );
    localparam IDLE = 0;
    localparam START = 1;
    localparam ADDRESS = 2;
    localparam READ_ACK = 3;
    localparam WRITE_DATA = 4;
    localparam WRITE_ACK = 5;
    localparam READ_DATA = 6;
    localparam READ_ACK2 = 7;
    localparam STOP = 8;
    localparam DIVIDE_BY = 4;
    reg [7:0] state;
    reg [7:0] saved_addr;
    reg [7:0] saved_data;
    reg [7:0] counter;
    reg [7:0] counter2 = 0;
    reg write_enable;
    reg sda_out;
    reg i2c_scl_enable = 0;
    reg i2c_clk = 1;
    assign ready = ((rst == 0) && (state == IDLE)) ? 1 : 0;
    assign i2c_scl = (i2c_scl_enable == 0 ) ? 1 : i2c_clk;
    assign i2c_sda = (write_enable == 1) ? sda_out : 'bz;
    always @(posedge clk) begin
        if (counter2 == (DIVIDE_BY/2) - 1) begin
            i2c_clk <= ~i2c_clk;
            counter2 <= 0;
        end
        else counter2 <= counter2 + 1;
    end 
    always @(negedge i2c_clk, posedge rst) begin
        if(rst == 1) begin
            i2c_scl_enable <= 0;
        end else begin
            if ((state == IDLE) || (state == START) || (state == STOP)) begin
                i2c_scl_enable <= 0;
            end else begin
                i2c_scl_enable <= 1;
            end
        end
    end
    always @(posedge i2c_clk, posedge rst) begin
        if(rst == 1) begin
            state <= IDLE;
        end
        else begin
            case(state)
                IDLE: begin
                    if (enable) begin
                        state <= START;
                        saved_addr <= {addr, rw};
                        saved_data <= data_in;
                    end
                    else state <= IDLE;
                end
                START: begin
                    counter <= 7;
                    state <= ADDRESS;
                end
                ADDRESS: begin
                    if (counter == 0) begin 
                        state <= READ_ACK;
                    end else counter <= counter - 1;
                end
                READ_ACK: begin
                    if (i2c_sda == 0) begin
                        counter <= 7;
                        if(saved_addr[0] == 0) state <= WRITE_DATA;
                        else state <= READ_DATA;
                    end else state <= STOP;
                end
                WRITE_DATA: begin
                    if(counter == 0) begin
                        state <= READ_ACK2;
                    end else counter <= counter - 1;
                end
                READ_ACK2: begin
                    if ((i2c_sda == 0) && (enable == 1)) state <= IDLE;
                    else state <= STOP;
                end
                READ_DATA: begin
                    data_out[counter] <= i2c_sda;
                    if (counter == 0) state <= WRITE_ACK;
                    else counter <= counter - 1;
                end
                WRITE_ACK: begin
                    state <= STOP;
                end
                STOP: begin
                    state <= IDLE;
                end
            endcase
        end
    end
    always @(negedge i2c_clk, posedge rst) begin
        if(rst == 1) begin
            write_enable <= 1;
            sda_out <= 1;
        end else begin
            case(state)
                START: begin
                    write_enable <= 1;
                    sda_out <= 0;
                end
                ADDRESS: begin
                    sda_out <= saved_addr[counter];
                end
                READ_ACK: begin
                    write_enable <= 0;
                end
                WRITE_DATA: begin 
                    write_enable <= 1;
                    sda_out <= saved_data[counter];
                end
                WRITE_ACK: begin
                    write_enable <= 1;
                    sda_out <= 0;
                end
                READ_DATA: begin
                    write_enable <= 0;
                end
                STOP: begin
                    write_enable <= 1;
                    sda_out <= 1;
                end
            endcase
        end
    end
endmodule
### /design/flow/run.sh
#!/bin/bash
# OpenROAD 26Q1-2900-gdf79404cd8, Yosys 0.63+post, stock flow scripts
make -C /OpenROAD-flow-scripts/flow DESIGN_CONFIG=/design/flow/config.mk WORK_HOME=/design/flow/orfs finish
==> reports/results.tsv <==
metric	value	unit
synth_cell_types	49	
register_pins_left_without_a_clock	43	
synth_top_area_share	41.4	%
ys_area	2400	µm²
placement.setup.worst_slack	0.926	ns
postSynthCellCount	194	
outcome	did not finish	
flow.first_error	[error] [KeplerFormal.cpp:679] Workflow failed: Iso has multiple drivers: .i2c_sda0, i2c_sda$_DFFE_NP1P_.Q0	
top_area_cells_in_the_synthesized_netlist	sky130_fd_sc_hd__edfxtp_1 41%, sky130_fd_sc_hd__dfrtp_1 8.4%, sky130_fd_sc_hd__dfxtp_1 6.7%, sky130_fd_sc_hd__o31ai_1 2.8%, sky130_fd_sc_hd__mux4_2 2.8%	
stop_stage	clock tree synthesis (4_1_cts)	
placement.io_buffers	27	
synth-edff-count	33	
synthesis.yosys.warnings	2	
cts.hold.buffers_added	0	
synth.largest_area_cell	sky130_fd_sc_hd__edfxtp_1	
i_o_pin_total	30	
yosys_most_used_dff	sky130_fd_sc_hd__edfxtp_1	
post_cts_buffers	0	
ys_ff	52	
part_of_the_yosys_area_used_for_sequential_elements	59.6	%
place_hpwl	2950	µm
cts_resized	0	
ctsHtreeMaxLevel	1	
untimed_endpoints	84	
floorplan.rows	27	
routabilityCongestion	0.789	
floorplan.die.width	79.4	µm
die_h	79.4	µm
synth.avg_cell_area	12.4	µm²
asyncSetResetFlopFracSynth	21.2	%
ctsLongestPathBuffers	2	
dpl-instance-area	2730	µm²
yosysCellCount	194	
cts_inserted_buffers	3	
root_buffer	sky130_fd_sc_hd__clkbuf_8	
fp-utilization	42.5	%
post_synth_instance_area	2400	µm²
-- metrics by stage --
step | hold slack, ns | std cells
after floorplan | 0.426 | 194
after global placement | 0.450 | 287
after detailed placement | 0.448 | 287
-- logic make-up after synthesis --
family                     after synthesis  synth area share (%)
buffers and inverters                   16                  2.82
adders and majority gates                4                  2.09
and+or+nand+nor                         64                  15.6
DFF                                     52                  59.6
muxes                                    7                  4.60
AOI/OAI and AO/OA                       40                  11.3
xor gates and xnor gates                11                  4.02
-- synthesized netlist by cell type (2+ instances only) --
cell	number
sky130_fd_sc_hd__a32o_1	2
sky130_fd_sc_hd__nand2b_1	3
sky130_fd_sc_hd__nor2b_1	2
sky130_fd_sc_hd__edfxtp_1	33
sky130_fd_sc_hd__and3_1	3
sky130_fd_sc_hd__dfrtp_1	8
sky130_fd_sc_hd__o21bai_1	2
sky130_fd_sc_hd__and2_1	5
sky130_fd_sc_hd__o31ai_1	9
sky130_fd_sc_hd__clkbuf_1	6
sky130_fd_sc_hd__a211oi_1	2
sky130_fd_sc_hd__nand3_1	8
sky130_fd_sc_hd__or3_1	2
sky130_fd_sc_hd__a21o_1	2
sky130_fd_sc_hd__nor4_1	4
sky130_fd_sc_hd__nor3_1	3
sky130_fd_sc_hd__dfstp_2	2
sky130_fd_sc_hd__nand2_1	11
sky130_fd_sc_hd__a21oi_1	9
sky130_fd_sc_hd__xor2_1	4
sky130_fd_sc_hd__mux4_2	3
sky130_fd_sc_hd__xnor2_1	7
sky130_fd_sc_hd__ha_1	4
sky130_fd_sc_hd__inv_1	8
sky130_fd_sc_hd__mux2i_1	2
sky130_fd_sc_hd__dfxtp_1	8
sky130_fd_sc_hd__nor2_1	13
sky130_fd_sc_hd__o21ai_0	8
