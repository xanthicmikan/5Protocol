==> design/flow/design.v <==
`timescale  1ns/1ns
module  spi_ctrl(
    input  wire sys_clk,
    input  wire sys_rst_n,
    input  wire key,
    input  wire miso,
    output reg  sck,
    output reg  cs_n,
    output reg  mosi,
    output reg  tx_flag,
    output wire [7:0] tx_data);
parameter IDLE = 3'b001,
          READ = 3'b010,
          SEND = 3'b100;
parameter READ_INST   = 8'b0000_0011;
parameter NUM_DATA    = 16'd100;
parameter SECTOR_ADDR = 8'b0000_0000,
          PAGE_ADDR   = 8'b0000_0100,
          BYTE_ADDR   = 8'b0010_0101;
parameter CNT_WAIT_MAX= 16'd6_00_00;
wire [7:0] fifo_data_num;
reg  [4:0] cnt_clk;
reg  [2:0] state;
reg  [15:0]cnt_byte;
reg  [1:0] cnt_sck;
reg  [2:0] cnt_bit;
reg        miso_flag;
reg  [7:0] data;
reg        po_flag_reg;
reg        po_flag;
reg  [7:0] po_data;
reg        fifo_read_valid;
reg  [15:0]cnt_wait;
reg        fifo_read_en;
reg  [7:0] read_data_num;
always@(posedge sys_clk or  negedge sys_rst_n)
    if(sys_rst_n == 1'b0)
        cnt_clk <= 5'd0;
    else if(state == READ)
        cnt_clk <= cnt_clk + 1'b1;
always@(posedge sys_clk or  negedge sys_rst_n)
    if(sys_rst_n == 1'b0)
        cnt_byte <= 16'd0;
    else if((cnt_clk == 5'd31) && (cnt_byte == NUM_DATA + 16'd3))
        cnt_byte <= 16'd0;
    else if(cnt_clk == 5'd31)
        cnt_byte <= cnt_byte + 1'b1;
always@(posedge sys_clk or  negedge sys_rst_n)
    if(sys_rst_n == 1'b0)
        cnt_sck <= 2'd0;
    else if(state == READ)
        cnt_sck <= cnt_sck + 1'b1;
always@(posedge sys_clk or  negedge sys_rst_n)
    if(sys_rst_n == 1'b0)
        cs_n <= 1'b1;
    else if(key == 1'b1)
        cs_n    <=  1'b0;
    else if((cnt_byte == NUM_DATA + 16'd3) && (cnt_clk == 5'd31) && (state == READ))
        cs_n <= 1'b1;
always@(posedge sys_clk or  negedge sys_rst_n)
    if(sys_rst_n == 1'b0)
        sck <= 1'b0;
    else if(cnt_sck == 2'd0)
        sck <= 1'b0;
    else if(cnt_sck == 2'd2)
        sck <= 1'b1;
always@(posedge sys_clk or  negedge sys_rst_n)
    if(sys_rst_n == 1'b0)
        cnt_bit <= 3'd0;
    else if(cnt_sck == 2'd2)
        cnt_bit <= cnt_bit + 1'b1;
always@(posedge sys_clk or  negedge sys_rst_n)
    if(sys_rst_n == 1'b0)
        state <= IDLE;
    else
    case(state)
        IDLE: if(key == 1'b1)
                state <= READ;
        READ: if((cnt_byte == NUM_DATA + 16'd3) && (cnt_clk == 5'd31))
                 state <= SEND;
        SEND: if((read_data_num == NUM_DATA)
                && ((cnt_wait == (CNT_WAIT_MAX - 1'b1))))
                state <= IDLE;
        default: state <= IDLE;
    endcase
always@(posedge sys_clk or  negedge sys_rst_n)
    if(sys_rst_n == 1'b0)
        mosi <= 1'b0;
    else if((state == READ) && (cnt_byte>= 16'd4))
        mosi <= 1'b0;
    else if((state == READ) && (cnt_byte == 16'd0) && (cnt_sck == 2'd0))
        mosi <= READ_INST[7 - cnt_bit];
    else if((state == READ) && (cnt_byte == 16'd1) && (cnt_sck == 2'd0))
        mosi <= SECTOR_ADDR[7 - cnt_bit];
    else if((state == READ) && (cnt_byte == 16'd2) && (cnt_sck == 2'd0))
        mosi <= PAGE_ADDR[7 - cnt_bit];
    else if((state == READ) && (cnt_byte == 16'd3) && (cnt_sck == 2'd0))
        mosi <= BYTE_ADDR[7 - cnt_bit];
always@(posedge sys_clk or  negedge sys_rst_n)
    if(sys_rst_n == 1'b0)
        miso_flag <= 1'b0;
    else if((cnt_byte >= 16'd4) && (cnt_sck == 2'd1))
        miso_flag <= 1'b1;
    else
        miso_flag <= 1'b0;
always@(posedge sys_clk or  negedge sys_rst_n)
    if(sys_rst_n == 1'b0)
        data <= 8'd0;
    else    if(miso_flag == 1'b1)
        data <= {data[6:0], miso};
always@(posedge sys_clk or  negedge sys_rst_n)
    if(sys_rst_n == 1'b0)
        po_flag_reg <=  1'b0;
    else if((cnt_bit == 3'd7) && (miso_flag == 1'b1))
        po_flag_reg <= 1'b1;
    else
        po_flag_reg <= 1'b0;
always@(posedge sys_clk or  negedge sys_rst_n)
    if(sys_rst_n == 1'b0)
        po_flag <= 1'b0;
    else
        po_flag <= po_flag_reg;
always@(posedge sys_clk or  negedge sys_rst_n)
    if(sys_rst_n == 1'b0)
        po_data <= 8'd0;
    else if(po_flag_reg == 1'b1)
        po_data <= data;
    else
        po_data <= po_data;
always@(posedge sys_clk or  negedge sys_rst_n)
    if(sys_rst_n == 1'b0)
        fifo_read_valid <=  1'b0;
    else if((read_data_num == NUM_DATA)
                && ((cnt_wait == (CNT_WAIT_MAX - 1'b1))))
        fifo_read_valid <= 1'b0;
    else if(fifo_data_num == NUM_DATA)
        fifo_read_valid <= 1'b1;
always@(posedge sys_clk or  negedge sys_rst_n)
    if(sys_rst_n == 1'b0)
        cnt_wait <= 16'd0;
    else if(fifo_read_valid == 1'b0)
        cnt_wait <= 16'd0;
    else if(cnt_wait == (CNT_WAIT_MAX - 1'b1))
        cnt_wait <= 16'd0;
    else if(fifo_read_valid == 1'b1)
        cnt_wait <= cnt_wait + 1'b1;
always@(posedge sys_clk or negedge sys_rst_n)
    if(sys_rst_n == 1'b0)
        fifo_read_en <= 1'b0;
    else if((cnt_wait == (CNT_WAIT_MAX - 1'b1))
                && (read_data_num < NUM_DATA))
        fifo_read_en <= 1'b1;
    else
        fifo_read_en <= 1'b0;
always@(posedge sys_clk or negedge sys_rst_n)
    if(sys_rst_n == 1'b0)
        read_data_num <= 8'd0;
    else if(fifo_read_valid == 1'b0)
        read_data_num <= 8'd0;
    else if(fifo_read_en == 1'b1)
        read_data_num <= read_data_num + 1'b1;
always@(posedge sys_clk or negedge sys_rst_n)
    if(sys_rst_n == 1'b0)
        tx_flag <=  1'b0;
    else
        tx_flag <= fifo_read_en;
sync_fifo fifo_data_inst(
    .i_clk  (sys_clk     ),
    .i_data (po_data     ),
    .i_w_en (po_flag     ),
    .i_r_en (fifo_read_en),
    .o_data (tx_data     ),
    .o_buf_empty (),
    .o_buf_full ());
endmodule
module sync_fifo
    #(parameter BUF_SIZE=8, 
                BUF_WIDTH=8) 
    (
    input                 i_clk,
    input                 i_rst,
    input                 i_w_en,
    input                 i_r_en,
    input [BUF_WIDTH-1:0] i_data,
    output reg [BUF_WIDTH-1:0] o_data,
    output                     o_buf_empty,
    output                     o_buf_full );
    reg [3:0] fifo_cnt;
    reg [$clog2(BUF_SIZE)-1:0] r_ptr,w_ptr; 
    reg [BUF_WIDTH-1:0] buf_mem[BUF_SIZE-1:0]; 
    assign o_buf_empty=(fifo_cnt==4'd0)?1'b1:1'b0;
    assign o_buf_full=(fifo_cnt==4'd8)?1'b1:1'b0;
    always@(posedge i_clk or posedge i_rst) 
        begin
            if(i_rst)
                fifo_cnt<=4'd0;
            else if((!o_buf_full&&i_w_en)&&(!o_buf_empty&&i_r_en)) 
                fifo_cnt<=fifo_cnt;
            else if(!o_buf_full&&i_w_en)
                fifo_cnt<=fifo_cnt+1;
            else if(!o_buf_empty&&i_r_en) 
                fifo_cnt<=fifo_cnt-1;
            else
                fifo_cnt <= fifo_cnt;
        end
    always@(posedge i_clk or posedge i_rst)
        begin
            if(i_rst)
                o_data<=8'd0;
            else if(!o_buf_empty&&i_r_en)
                o_data<=buf_mem[r_ptr];
        end
    always@(posedge i_clk)
        begin
            if(!o_buf_full&&i_w_en)
                buf_mem[w_ptr]<=i_data;
        end
    always@(posedge i_clk or posedge i_rst) 
        begin
            if(i_rst) begin
                w_ptr <= 0;
                r_ptr <= 0;
            end
            else begin
                if(!o_buf_full&&i_w_en)
                    w_ptr <= w_ptr + 1;
                if(!o_buf_empty&&i_r_en)
                    r_ptr <= r_ptr + 1;
            end
        end
endmodule
==> design/flow/run.sh <==
#!/bin/bash
# OpenROAD 26Q1-2900-gdf79404cd8, Yosys 0.63+post, stock flow scripts
make -C /OpenROAD-flow-scripts/flow DESIGN_CONFIG=/design/flow/config.mk WORK_HOME=/design/flow/orfs finish
==> design/flow/config.mk <==
export PLATFORM = sky130hd
export DESIGN_NAME = spi_ctrl
export DESIGN_NICKNAME = spi_ctrl
export VERILOG_FILES = /design/flow/design.v
export SDC_FILE = /design/flow/constraint.sdc
export NUM_CORES = 4
export LEC_CHECK = 1
export CORE_UTILIZATION = 40
==> design/flow/constraint.sdc <==
current_design spi_ctrl

set clk_period 3.6
set clk_io_pct 0.2

create_clock -name clk0 -period $clk_period [get_ports {sys_clk}]

set non_clock_inputs [all_inputs -no_clocks]
set_input_delay [expr $clk_period * $clk_io_pct] -clock clk0 $non_clock_inputs
set_output_delay [expr $clk_period * $clk_io_pct] -clock clk0 [all_outputs]
==> flow_summary_export.csv <==
group,metric,value,unit
yosys,synth.area.mux_share,0.0189,
yosys,synthAdderAreaFrac,0.0527,
global_routing,gr-usage-all-layers,0.136,
yosys,synth_seq_share,0.519,
yosys,simple_gate_share,0.207,
clock_tree,cts_buffers,9,
yosys,edf_count,0,
clock_tree,clk_pin_slew,0.07,ns
yosys,postSynthCellCount,269,
setup_path,cp-end-kind,"flop",
timing,finalClockSkew,0.00668,ns
pwr,p_per_area,512,nW/µm²
hold_path,hold_class,"in -> async",
final_layout,final_util,0.464,
timing,rsz0062_at_grt,"false",
global_routing,first_global_vias,1735,
setup_path,cp_common_cell,"ha_1",
yosys,avgSynthCellArea,10.6,µm²
clock_tree,hold_buffers,0,
routing,vias,1824,
yosys,yosysTopAreaCell,"dfrtp_1",
setup_path,crit_type,"reg -> reg",
clock_tree,cts_sinks,59,
final_layout,stdcell_area,3170,µm²
clock_tree,post-cts-setup-buffers,0,
yosys,yosysCellCount,269,
global_routing,grt_pass1_wl,7.83,mm
outcome,outcome,"finished, final reports clean",
setup_path,cp.required,3.81,ns
setup_path,crit_path_max_incr_delay,0.51,ns
routing,diodes,0,
clock_tree,root_buffer,"clkbuf_8",
yosys,ys_warn_count,11,
yosys,async_reset_ff_frac,1.00,
routing,viasPerCell,4.76,
yosys,top_area_frac,0.500,
global_routing,antenna_found_initial,0,
timing,finalHoldViolCount,0,
timing,final.setup.tns,0,ns
placement,place.detailed.hpwl,2.86,mm
yosys,ys_area,2850,µm²
timing,whs,0.327,ns
timing,max-slew-margin-rel,0.586,
routing,routed_wirelength,4.44,mm
setup_path,cp_max_fo,8,
setup_path,worstSetupStartpointType,"flop",
pwr,max-vdd-ir-drop,0.317,mV
placement,io_buffers,6,
placement,routabilityCongestion,0.773,
yosys,synth_area,2850,µm²
timing,setup_viol,0,
die,die-area,7470,µm²
die,core_area,6830,µm²
timing,min_period_over_period,0.610,
global_routing,grt-ovfl-total,0,
die,rows,30,
clock_tree,htreeDepth,3,
clock_tree,clockBufferDepth,2,
die,io_pins,16,
placement,place_area,2990,µm²
clock_tree,cts_tree,"done",
yosys,compound_area_frac,0.0342,
routing,drtAntennaViolNets,0,
flow_run,drv_cap,0,
global_routing,grt_max_degree,41,
yosys,synth_cell_types,40,
clock_tree,cts_resized,0,
yosys,ys.flops,59,
die,fp_util,0.417,
yosys,top_cells_by_area,"dfrtp_1, xnor2_1, ha_1, xor2_1, nor2_1",
yosys,xor_share,0.126,
timing,fmax,456,MHz
final_layout,layout-drive-gt1-share,0.0976,
routing,wl_per_cell,11.6,µm
flow_run,log.warning_count,31,
timing,slew_violations,0,
setup_path,cpMaxStageDelayCell,"nor3_1",
timing,tightest_slew,0.616,ns
yosys,yosys_most_used_dff,"dfrtp_1",
routing,first_iter_violations,93,
die,die_w,86.4,µm
yosys,top_logic_kind,"simple AND/OR/NAND/NOR gates",
timing,layout_min_cycle_time,2.19,ns
pwr,power.total,1.62,mW
pwr,p_leak,1.42,nW
routing,first_pass_iters,4,
final_layout,area.growth.synth_to_final,11.1,%
setup_path,arrival,2.41,ns
clock_tree,clk_latency,0.33,ns
die,die_h,86.4,µm
setup_path,crit_chain,"ha_1, and3_1, ha_1, nand4_1, nor3_1, nand3_1, xnor2_1",
routing,drc,0,
final cells by class:
type                    instances  area (µm²)
well taps                      96         120
clock buffers                  12         155
clock inverters                 4        25.0
flip-flops and latches         59        1480
inverters                      10        37.5
repair buffers                  8        70.1
fillers                       647        3660
multi-input cells             194        1280
where the power goes:
group / switching (mW) / internal, mW
clock: 0.254 / 0.285
sequential: 0.0738 / 0.747
combinational: 0.121 / 0.141
metal layers:
metal  track usage  routed length [µm]  part of all wire
met3        0.0386                 164             0.037
met2         0.205                1900              0.43
met1         0.207                2320              0.52
met5             0                   0                 0
met4        0.0258                  54             0.012
sequential cells by signal (all words and copies together) (netlist names), 2 cells and up:
name           cells
cnt_sck            2
state              3
read_data_num      8
cnt_bit            3
cnt_clk            5
cnt_byte          16
cnt_wait          16
critical path: cells and delay by family (launching register included):
kind,cells,cell delay (ns)
simple gates,4,1.06
fa+ha+maj,2,0.47
flops,1,0.39
xor+xnor,1,0.16
cell usage in the layout (no fill, tap or decap), types with 2 or more instances in the layout:
cell type | netlist | routed
dfrtp_1 | 57 | 57
nor2_1 | 30 | 30
nand2_1 | 26 | 26
xnor2_1 | 25 | 25
xor2_1 | 16 | 16
nand3_1 | 13 | 13
ha_1 | 12 | 12
clkbuf_8 | 0 | 11
inv_1 | 10 | 10
nand4_1 | 9 | 9
and2_1 | 8 | 8
conb_1 | 1 | 8
and3_1 | 5 | 5
nor3_1 | 5 | 5
clkdlybuf4s50_1 | 0 | 5
and4_1 | 4 | 4
nor4_1 | 4 | 4
or3_1 | 3 | 3
o21ai_0 | 3 | 3
mux2_2 | 3 | 3
nor4_2 | 2 | 2
a22o_1 | 2 | 2
mux2i_1 | 2 | 2
clkinv_2 | 0 | 2
clkinvlp_4 | 0 | 2
dfstp_2 | 2 | 2
buf_4 | 8 | 2
cell usage after synthesis, drive strengths merged, types with 6 or more instances:
cell type	number
and2	8
xnor2	25
inv	10
nand4	9
nor2	30
nand2	26
buf	10
dfrtp	57
xor2	16
nor4	6
nand3	13
ha	12
stage by stage:
step	setup slack [ns]	instances
global placement	1.48	367
global route	1.25	383
detailed placement	1.42	367
finish	1.41	383
floorplan	1.70	276
CTS	1.41	383
cells by family after synthesis:
kind of cell,after synthesis
AND/OR/NAND/NOR,114
flip-flops,59
XOR/XNOR,41
buffers and inverters,23
AND-OR/OR-AND,14
adder cells (fa/ha/maj),12
multiplexers,5
other,1
path summary, 6_finish.rpt:
kind	startpoint	to	slack [ns]	depth (start not counted)
max	cnt_clk[0]	cnt_byte[9]	1.41	7
min	sys_rst_n	cnt_bit[2]	0.33	1
max reg2reg	cnt_clk[0]	cnt_byte[9]	1.41	7
min reg2reg	cnt_clk[3]	cnt_clk[3]	0.46	1
max in group asynchronous	sys_rst_n	state[0]	2.40	2
min in group clk0	cnt_clk[3]	cnt_clk[3]	0.46	1
Power is estimated from default activity; no workload was simulated.
