===== design/flow/constraint.sdc =====
current_design i2c

set clk_period 5.4
set clk_io_pct 0.2

create_clock -name clk0 -period $clk_period [get_ports {clk}]

set non_clock_inputs [all_inputs -no_clocks]
set_input_delay [expr $clk_period * $clk_io_pct] -clock clk0 $non_clock_inputs
set_output_delay [expr $clk_period * $clk_io_pct] -clock clk0 [all_outputs]

===== design/flow/design.v =====
module i2c #(
    parameter DIV_CLK = 100,
    parameter WR_MAX  = 8'd1,
    parameter RD_MAX  = 8'd1
) (
    input clk,
    input rst_n,
    input enable,
    output reg busy,
    input [7:0] rdlen,
    input [7:0] wrlen,
    output reg [RD_MAX*8-1:0] rddata,
    input [WR_MAX*8-1:0] wrdata,
    output reg isack,
    output scl,
    inout  sda
);
    reg [$clog2(DIV_CLK):0] clk_cnt;
    reg scl_clk;
    always @(posedge clk or negedge rst_n) begin
        if (~rst_n) begin
            clk_cnt <= 16'd0;
            scl_clk <= 1'd0;
        end else begin
            if (clk_cnt == (DIV_CLK >> 1) - 1) begin
                clk_cnt <= 16'd0;
                scl_clk = ~scl_clk;
            end else begin
                clk_cnt <= clk_cnt + 16'd1;
            end
        end
    end
    localparam  ST_IDLE = 0, 
                ST_START = 1, 
                ST_WR_DATA = 2, 
                ST_WR_READ_ACK = 3, 
                ST_WR_CHECK_ACK = 4, 
                ST_RD_START = 5, 
                ST_RD_DATA = 6, 
                ST_RD_ACK_REPLY = 7, 
                ST_RD_ACK_DONE = 8, 
                ST_STOP = 9;
    reg [3:0] state = ST_IDLE;
    assign scl = (state == ST_IDLE || state == ST_START) ? 1 : scl_clk;
    reg sda_r = 1;
    reg sda_oe = 1;
    assign sda = sda_oe ? sda_r : 1'bz;
    reg [7:0] byte_no = 0;
    reg [3:0] bit_no = 0;
    always @(posedge clk or negedge rst_n) begin
        if (~rst_n) begin
            isack <= 0;
            busy <= 0;
            rddata <= 0;
        end else begin
            case (state)
                ST_IDLE: begin
                    sda_r <= 1;
                    if (enable) begin
                        busy <= 1;
                    end
                    if (busy && clk_cnt == DIV_CLK >> 2 && scl_clk == 1) begin
                        state <= ST_START;
                    end
                end
                ST_START: begin
                    if (clk_cnt == DIV_CLK >> 2 && scl_clk == 1) begin
                        sda_r <= 0;
                        state <= ST_WR_DATA;
                        byte_no <= wrlen;
                        bit_no <= 4'd0;
                        isack <= 0;
                    end
                end
                ST_WR_DATA: begin
                    if (clk_cnt == DIV_CLK >> 2 && scl_clk == 0) begin
                        if (bit_no == 4'd8) begin
                            state   <= ST_WR_READ_ACK;
                            byte_no <= byte_no - 1'b1;
                            bit_no  <= 4'd0;
                            sda_oe  <= 0;
                        end else begin
                            bit_no <= bit_no + 1'b1;
                            sda_r  <= wrdata[byte_no*8-1-bit_no-:1];
                            sda_oe <= 1;
                        end
                    end
                end
                ST_WR_READ_ACK: begin
                    if (clk_cnt == DIV_CLK >> 2 && scl_clk == 1) begin
                        if (sda == 0)
                            isack <= 1;
                        state <= ST_WR_CHECK_ACK;
                    end
                end
                ST_WR_CHECK_ACK: begin
                    if (clk_cnt == DIV_CLK >> 2 && scl_clk == 0) begin
                        if (isack && byte_no != 0) begin
                            state <= ST_WR_DATA;
                            bit_no <= bit_no + 1'b1;
                            sda_r <= wrdata[byte_no*8-1-bit_no-:1];
                            sda_oe <= 1;
                            isack <= 0;
                        end else if (isack && rdlen > 0) begin
                            state  <= ST_RD_START;
                            sda_oe <= 1;
                            sda_r  <= 1;
                        end else begin
                            state  <= ST_STOP;
                            sda_r  <= 0;
                            sda_oe <= 0;
                        end
                    end
                end
                ST_RD_START: begin
                    if (clk_cnt == DIV_CLK >> 2 && scl_clk == 1) begin
                        sda_r <= 0;
                    end else if (clk_cnt == DIV_CLK >> 2 && scl_clk == 0) begin
                        sda_oe  <= 0;
                        state   <= ST_RD_DATA;
                        bit_no  <= 0;
                        byte_no <= rdlen;
                    end
                end
                ST_RD_DATA: begin
                    if (clk_cnt == DIV_CLK >> 2 && scl_clk == 1) begin
                        bit_no <= bit_no + 1'b1;
                        rddata[byte_no*8-1-bit_no-:1] <= sda;
                        if (bit_no == 4'd7) begin
                            state   <= ST_RD_ACK_REPLY;
                            byte_no <= byte_no - 1'b1;
                            bit_no  <= 4'd0;
                        end
                    end
                end
                ST_RD_ACK_REPLY: begin
                    if (clk_cnt == DIV_CLK >> 2 && scl_clk == 0) begin
                        sda_oe = 1;
                        sda_r <= 0;
                        state <= ST_RD_ACK_DONE;
                    end
                end
                ST_RD_ACK_DONE: begin
                    if (clk_cnt == DIV_CLK >> 2 && scl_clk == 0) begin
                        if (byte_no == 0) begin
                            sda_oe = 1;
                            state <= ST_STOP;
                        end else begin
                            sda_oe = 0;
                            state <= ST_RD_DATA;
                        end
                    end
                end
                ST_STOP: begin
                    if (clk_cnt == DIV_CLK >> 2 && scl_clk == 1) begin
                        sda_oe <= 1;
                        sda_r  <= 1;
                        state  <= ST_IDLE;
                        busy   <= 0;
                    end
                end
            endcase
        end
    end
endmodule

===== design/flow/config.mk =====
export PLATFORM = sky130hd
export DESIGN_NAME = i2c
export DESIGN_NICKNAME = i2c
export VERILOG_FILES = /design/flow/design.v
export SDC_FILE = /design/flow/constraint.sdc
export NUM_CORES = 4
export LEC_CHECK = 1
export CORE_UTILIZATION = 30

===== design/flow/run.sh =====
#!/bin/bash
# OpenROAD 26Q1-2900-gdf79404cd8, Yosys 0.63+post, stock flow scripts
make -C /OpenROAD-flow-scripts/flow DESIGN_CONFIG=/design/flow/config.mk WORK_HOME=/design/flow/orfs finish

==> run notes <==
Implementation results. During placement, the flow inserted port buffers numbering 37. Count of cells resized by post-cts repair landed at 0. The final weighted congestion recorded by global placement is 0.890. The mapped netlist covers 3410 um^2. The floorplan step set the die height to 109 um.

TritonCTS reports the number of clock sinks as 36. Buffer count from post-CTS setup fixing landed at 0. The tool reported: "[error] [KeplerFormal.cpp:679] Workflow failed: Iso has multiple drivers: .sda0, sda$_DFFE_PP_.Q0".

I/O pin count landed at 39. Hold repair after CTS inserted 0 buffers. The root buffer cell chosen for the clock tree is sky130_fd_sc_hd__clkbuf_16. During synthesis, Yosys emitted a total of 2 warnings. The synthesized design spends more area on one cell type than any other, namely sky130_fd_sc_hd__edfxtp_1. Once synthesis finished, the tally of register bits stood at 36. Die outline width landed at 109 um. The synthesized netlist contains 69 unique library cells. The run stopped with a tool error.

Post-synthesis area per instance landed at 8.29 um^2. It got as far as 4_1_cts and failed there. Number of buffers created by CTS landed at 5. The post-synth count of flops with an enable pin is 17. Yosys reports that the leading cell type by area covers 15.0% of the netlist area. Largest buffer count on any clock path landed at 2. Per the synth stats, the flop cell with the highest instance count is sky130_fd_sc_hd__dfrtp_1. Synthesis produced 411 cells. Half-perimeter wire length after detailed placement landed at 6720 um. Starting density of the core landed at 31.1%. Sequential share of the synthesized area landed at 28.9%. In the Yosys report the total cell count is 411. Yosys reports a chip area of 3410 um^2. For this run, asynchronously set or reset flops after synthesis account for 52.8%. CTS built an H-tree with a depth of 2.

Yosys attributes the largest share of cell area to sky130_fd_sc_hd__edfxtp_1 (15%), sky130_fd_sc_hd__dfrtp_1 (14%), sky130_fd_sc_hd__nor2_1 (5.0%). Number of cell rows landed at 38.
==> cells in the mapped netlist, types with 9 or more instances <==
cell type / n
sky130_fd_sc_hd__o21ai_0: 24
sky130_fd_sc_hd__dfrtp_1: 19
sky130_fd_sc_hd__a21oi_1: 26
sky130_fd_sc_hd__nor4_1: 12
sky130_fd_sc_hd__xnor2_1: 18
sky130_fd_sc_hd__nand4_1: 9
sky130_fd_sc_hd__clkbuf_1: 15
sky130_fd_sc_hd__nand3_1: 9
sky130_fd_sc_hd__nand2_1: 33
sky130_fd_sc_hd__inv_1: 13
sky130_fd_sc_hd__nor3_1: 12
sky130_fd_sc_hd__edfxtp_1: 17
sky130_fd_sc_hd__ha_1: 12
sky130_fd_sc_hd__nor2_1: 45
==> metrics by stage <==
step	util [%]	setup WS, ns	cell area [um^2]	std cells	hold WS, ns
3_5_place_dp	35.8	0.179	3910	573	0.485
3_3_place_gp	35.8	0.240	3910	573	0.481
2_1_floorplan	-	0.0773	3410	411	0.433
==> logic make-up after synthesis <==
kind of cell	Yosys count	synth area share, %
AND/OR/NAND/NOR	190	31.6
flip-flops	36	28.9
AND-OR/OR-AND	95	18.5
XOR/XNOR	26	6.69
multiplexers	13	4.89
adder cells (fa/ha/maj)	12	4.41
buffers and inverters	39	4.96
